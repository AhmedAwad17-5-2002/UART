File: design/flow/design.v
module RX_FSM (
	input clk,
	input ARSTn,
	input RX_IN,
	input PAR_EN,
	input par_err,
	input strt_glitch,
	input stp_err,
	input [3:0] bit_cnt,
	input [2:0] edge_cnt,
	output reg dat_samp_en,
	output reg enable,
	output reg deser_en,
	output reg data_valid,
	output reg stp_chk_en,
	output reg strt_chk_en,
	output reg par_chk_en
	);
    parameter IDEL=3'b000,
              START=3'b001,
              DATA=3'b011,
              PARITY=3'b010,
              STOP=3'b110,
              CHK=3'b111,
			  VALID=3'b101;
    reg [2:0] cs,ns;
    reg data_v_reg;
  always @(posedge clk or negedge ARSTn) begin
       if(~ARSTn) begin
         data_v_reg <= 0;
       end 
       else if(cs==STOP && edge_cnt==7) begin
          data_v_reg <= data_valid ;
       end
  end
    always@(posedge clk , negedge ARSTn) begin
    	if(~ARSTn)
    		cs<=IDEL;
    	else
    		cs<=ns;
    end
    always @(*) begin 
    	case (cs)
    		IDEL : begin 
    			    if(~RX_IN)
    				   ns<=START;
    			    else
    				   ns<=IDEL;
    		       end
    		START : begin
                     if(edge_cnt==3'b111 && bit_cnt==4'b0000) begin
    			       if(strt_glitch)
    			       	    ns<=IDEL;
    			       else 
                         ns<=DATA;
    			     end
    			     else 
    			     	ns<=START;   			       			     
    		        end
    		DATA : begin
    			    if(edge_cnt==3'b111 && bit_cnt==4'b1000) begin
    			    	if(PAR_EN)
    			    		ns<=PARITY;
    			    	else
    			    		ns<=STOP;
    			    end
    			    else
    			    	ns<=DATA;
    			   end
    	    PARITY : begin
    	               if(edge_cnt==3'b111 && bit_cnt==4'b1001) 
    	             	 ns<=STOP;
    	               else
    	             	ns<=PARITY;   	               	    	      
    	             end
    	    STOP : begin
    	               if(edge_cnt==3'b111 && (bit_cnt==4'b1010 || bit_cnt==4'b1001)) 
    	             	 ns<=IDEL;
    	               else
    	             	ns<=STOP;   	               	    	      
    	           end
    		default : ns<=IDEL;
    	endcase
    end
    always @(*) begin
    	case (cs)
    		    IDEL : begin 
              data_valid=data_v_reg;
    			    if(~RX_IN) begin
    			            dat_samp_en=1;
                      enable=1;
                      deser_en=0;
                      stp_chk_en=0;
                      strt_chk_en=1;
                      par_chk_en=0;
                    end
                    else begin
                      dat_samp_en=0;
                      enable=0;
                      deser_en=0;
                      stp_chk_en=0;
                      strt_chk_en=0;
                      par_chk_en=0;
                    end
    		       end
    		    START : begin
                      data_valid=data_v_reg;
    			            dat_samp_en=1;
                      enable=1;
                      deser_en=0;
                      stp_chk_en=0;
                      strt_chk_en=1;
                      par_chk_en=0;
    		        end
            DATA : begin
            	        dat_samp_en=1;
                      enable=1;
                      deser_en=1;
                      stp_chk_en=0;
                      strt_chk_en=0;
                      par_chk_en=0;                                          
                      data_valid=0;
                   end
            PARITY : begin
            	        dat_samp_en=1;
                      enable=1;
                      deser_en=0;
                      stp_chk_en=0;
                      strt_chk_en=0;
                      par_chk_en=1;
                      data_valid=0;
                     end
            STOP : begin
            	        dat_samp_en=1;
                      enable=1;
                      deser_en=0;
                      stp_chk_en=1;
                      strt_chk_en=0;
                      par_chk_en=0;
                      if(~(par_err | stp_err | strt_glitch) && (edge_cnt>5))
                        data_valid=1;
                      else
                        data_valid=0;
                   end
    		default : begin
    			              dat_samp_en=0;
                        enable=0;
                        deser_en=0;
                        data_valid=0;
                        stp_chk_en=0;
                        strt_chk_en=0;
                        par_chk_en=0;
                      end
    	endcase
    end
endmodule
module RX_TOP (
	input         clk,     
	input         ARSTn,   
	input   [4:0] Prescale,
	input         PAR_EN,
	input         PAR_TYP,
	input         RX_IN,
	output  [7:0] P_DATA,
	output        DATA_VLD,
	output        PAR_ERR,
	output        STP_ERR
);
wire data_samp_en,sampled_bit,deser_en,enable,strt_glitch,dat_samp_en, stp_chk_en,strt_chk_en,par_chk_en,stop_error,parity_error,valid;
wire [2:0] edge_cnt;
wire [3:0] bit_cnt;
RX_data_sampling M0 (
 clk,    
 ARSTn,  
 dat_samp_en,
 edge_cnt,
 RX_IN,
 Prescale,
 sampled_bit	
);
RX_deserializer M1 (
 clk,    
 ARSTn,  
 deser_en,
 sampled_bit,
 edge_cnt,
 P_DATA
);
RX_edge_counter M2 (
 clk,     
 ARSTn,   
 enable,
 PAR_EN,
 edge_cnt,	
 bit_cnt
);
RX_FSM M3 (
 clk,
 ARSTn,
 RX_IN,
 PAR_EN,
 PAR_ERR,
 strt_glitch,
 STP_ERR,
 bit_cnt,
 edge_cnt,
 dat_samp_en,
 enable,
 deser_en,
 DATA_VLD,
 stp_chk_en,
 strt_chk_en,
 par_chk_en
);
RX_parity_check M4 (
 par_chk_en,
 sampled_bit,
 PAR_TYP,
 P_DATA,
 PAR_ERR
);
RX_stop_chk M5 (
 stp_chk_en,
 sampled_bit,
 edge_cnt,
 STP_ERR
);
RX_start_chk M6 (
 sampled_bit,
 strt_chk_en,
 edge_cnt,
 strt_glitch
);
endmodule
module RX_data_sampling (
	input        clk,     
	input        ARSTn,   
	input        data_samp_en,
	input  [2:0] edge_cnt,
	input        RX_IN,
	input  [4:0] prescale,
	output reg   sampled_bit	
);
reg  [2:0] samples; 
wire [2:0] half,pre_half,post_half;
assign half=(prescale>>1)-1'b1;
assign pre_half = half-1'b1;
assign post_half = half+1'b1;
always @(posedge clk or negedge ARSTn) begin 
	if(~ARSTn) 
		samples <= 3'b0;
	else
	 begin
		if(data_samp_en) begin
			if(edge_cnt==pre_half)
				samples[0]<=RX_IN;
			else if(edge_cnt==half)
				samples[1]<=RX_IN;
			else if(edge_cnt==post_half)
			    samples[2]<=RX_IN;
			else
			    samples<=samples;				
		end
		else
			samples<=3'b0;
	 end
end
always @(*) begin 
	  if (edge_cnt>post_half)
	    	sampled_bit = (samples[0] & samples[1])  | (samples[0] & samples[2]) | (samples[2] & samples[1]);
      else
      	    sampled_bit=0;	
end
endmodule
module RX_deserializer (
	input      clk,     
	input      ARSTn,   
	input      deser_en,
	input      sampled_bit,
	input      [2:0] edge_cnt,
	output reg [7:0] P_DATA
);
always @(posedge clk or negedge ARSTn) begin
	if(~ARSTn) begin
		P_DATA <= 0;
	end 
	else begin
		if((deser_en==1) && (edge_cnt==6)) begin
           P_DATA <= {sampled_bit,P_DATA[7:1]}	;
		end
		else begin
			P_DATA <= P_DATA;
		end 
	end
end
endmodule 
module RX_edge_counter (
	input      clk,     
	input      ARSTn,   
	input      enable,
	input      PAR_EN,
	output reg [2:0] edge_cnt,	
	output reg [3:0] bit_cnt
);
always @(posedge clk or negedge ARSTn) begin
	if(~ARSTn) begin
		edge_cnt <= 0;
		bit_cnt <= 0;
	end
	else begin
		if(enable)  begin
			if(edge_cnt==3'd7) begin
				if((bit_cnt=='d10 && PAR_EN==1) || (bit_cnt=='d9 && PAR_EN==0))
					bit_cnt<=0;
			else 
				 bit_cnt<=bit_cnt+1'b1;
			 edge_cnt<=edge_cnt+1'b1;
			end
			else 
				edge_cnt<=edge_cnt+1'b1;
		end
		else begin
		   edge_cnt <= 0;
		   bit_cnt <= 0;			
		end
	end
end
endmodule 
module RX_parity_check (
	input      par_chk_en,
	input      sampled_bit,
	input      PAR_TYP,
	input      [7:0] P_DATA,
	output reg par_err
);
always @(*) begin 
	if(par_chk_en) begin
	   if(PAR_TYP==0) begin
		   if((^P_DATA)==sampled_bit)
			    par_err=0;
			else
				par_err=1;
		end
		else begin
		    if((~^P_DATA)==sampled_bit)
			    par_err=0;
			else
				par_err=1;
		end
   end
   else
   	par_err=0;
end
endmodule 
module RX_start_chk (
input            sampled_bit,
input            strt_chk_en,
input      [2:0] edge_cnt,
output reg       strt_glitch
);
always @(*) begin 
	if(strt_chk_en && (edge_cnt==6))
	    strt_glitch = sampled_bit;
	else
	    strt_glitch = 1'b0; 
end
endmodule
module RX_stop_chk (
    input            stp_chk_en,
    input            sampled_bit,
    input      [2:0] edge_cnt,
    output reg       stp_err
);
always @(*) begin
	if (stp_chk_en && (edge_cnt==6))
		stp_err = ~sampled_bit;
    else
    	stp_err = 1'b0;
end
endmodule 
module UART (
	input clk,     
	input ARSTn,   
	input        TX_PAR_EN,
	input        TX_PAR_TYP,
	input  [7:0] TX_P_DATA,
	input        TXDATA_VALID,
	output       TX_S_DATA,
	output       TX_BUSY,
  input   [4:0] RX_Prescale,
	input         RX_PAR_EN,
	input         RX_PAR_TYP,
	input         RX_RX_IN,
	output  [7:0] RX_P_DATA,
	output        RX_DATA_VLD,
	output        RX_PAR_ERR,
	output        RX_STP_ERR
);
TX_TOP TX (
  clk,     
  ARSTn,   
  TX_PAR_EN,
  TX_PAR_TYP,
  TX_P_DATA,
  TXDATA_VALID,
  TX_S_DATA,
  TX_BUSY
);
RX_TOP RX (
 clk,     
 ARSTn,   
	RX_Prescale,
  RX_PAR_EN,
  RX_PAR_TYP,
  RX_RX_IN,
  RX_P_DATA,
  RX_DATA_VLD,
  RX_PAR_ERR,
  RX_STP_ERR
);
endmodule : UART
module TX_Serializer #(parameter DATA_WIDTH=8 , COUNTER_WIDTH=$clog2(DATA_WIDTH)) (
	input clk,     
	input ARSTn,   
	input [DATA_WIDTH-1:0] DATA,
	input ser_en,
	output ser_done,
	output wire ser_data	
);
reg [COUNTER_WIDTH-1:0] counter=0;
assign ser_done =(counter==3'b111)? 1: 0 ;
assign ser_data =(~ARSTn)?0 : DATA[counter];
always @(posedge clk or negedge ARSTn) begin 
	if(~ARSTn) begin
		counter  <= 7; 
	end 
	else begin
		if(ser_en==1'b1) begin
			if(counter == 7) begin
			 counter <=0;
			end
			else  begin
			 counter <= counter+1;
			end
		end
		else begin
			counter  <= 7;
		end
	end
end
endmodule
module TX_FSM(clk,ARSTn,DATA_VALID,PAR_EN,serial_done,mux_sel,busy,serial_en);
	parameter IDEL=3'b000,
	          START=3'b001,
	          DATA=3'b011,
	          PARITY=3'b010,
	          STOP=3'b110;
	input clk,ARSTn,serial_done,DATA_VALID,PAR_EN;
	output reg [1:0] mux_sel;
	output reg busy,serial_en;
	reg [2:0] cs,ns;
	always@(posedge clk, negedge ARSTn) begin
		if(~ARSTn)
			cs<=IDEL;
		else
			cs<=ns;
	end
	always @(*) begin 
		case (cs)
			IDEL : 
			       if(DATA_VALID)
			         ns = START;
			       else
			       	 ns = IDEL;
			START : ns = DATA;
			DATA : 
			       if(~serial_done)
			         ns = DATA;
			       else begin
			       	 if (PAR_EN==0) 
			       	 	ns = STOP;
			       	 else
			       	 	ns = PARITY;
			       end
		    PARITY : ns = STOP;
		    STOP :
		          if(!DATA_VALID) 
		            ns = IDEL;
		          else 
		          	ns = START;
			default : ns = IDEL;
		endcase
	end
	always @(*) begin 
		case (cs)
			IDEL : begin
				     mux_sel=2'b11;
				     busy=1'b0;
				     serial_en=1'b0;
			       end
            START : begin
            	      mux_sel=2'b00;
            	      busy=1'b1;
            	      if(ns==DATA)
            	      	serial_en=1;
            	      else
            	        serial_en=1'b0;
                    end
            DATA : begin
            	     mux_sel=2'b01;
            	     busy=1'b1;
            	     if(serial_done)
            	     	serial_en=1'b0;
            	     else
            	     	serial_en=1'b1;
                   end
            PARITY : begin
            	       mux_sel=2'b10;
            	       busy=1'b1;
            	       serial_en=1'b0;
            	     end
            STOP : begin
            	     mux_sel=2'b11;
            	     busy=1'b1;
            	     serial_en=1'b0;
            	   end
			default : begin
			            busy=1'b0;
			            serial_en=1'b0;
			            mux_sel=2'b00;
			          end
		endcase
	end
endmodule
module TX_mux(one,zero,parity,data_s,mux_sel,mux_out);
    input one,zero,parity,data_s;
    input [1:0] mux_sel;
    output reg mux_out;
    always @(*) begin 
    	  case(mux_sel)
    		  2'b00 : mux_out = zero;
    		  2'b01 : mux_out = data_s;
    		  2'b10 : mux_out = parity;
    		  2'b11 : mux_out = one;
    	  endcase
    end
endmodule
module TX_PARITY #(parameter DATA_WIDTH=8) (
	input [DATA_WIDTH-1:0] DATA,
	input PAR_TYP, 
	input DATA_VALID,
	input PAR_EN,
	output reg parity
);
always @(*) begin 
  if (~PAR_EN)
	    parity = 0;
	else if(PAR_EN) begin
		  if (~PAR_TYP)   
			parity = ^DATA;
		  else
			parity = ~^DATA;
	end
  else
	   parity = 0;
end
endmodule 
module TX_TOP #(parameter DATA_WIDTH=8) (
	input CLK,     
	input RST,   
	input PAR_EN,
	input PAR_TYP,
	input [DATA_WIDTH-1:0] P_DATA,
	input DATA_VALID,
	output  S_DATA,
	output  BUSY
);
wire [1:0] mux_sel; 
wire serial_done,serial_en,parity,data_s;
reg [DATA_WIDTH-1:0] TEMPO;
always@(posedge CLK, negedge RST) begin
    if(~RST)
      TEMPO<=0;
    else begin
        if(DATA_VALID)
          TEMPO<=P_DATA;
        else
          TEMPO<=TEMPO;
    end
end
TX_FSM M1 (CLK,RST,DATA_VALID,PAR_EN,serial_done,mux_sel,BUSY,serial_en);
TX_mux M2 (1'b1,1'b0,parity,data_s,mux_sel,S_DATA);
TX_PARITY M3(TEMPO,PAR_TYP,DATA_VALID,PAR_EN,parity);
TX_Serializer M4(CLK,RST,TEMPO,serial_en,serial_done,data_s);
endmodule 
File: design/flow/run.sh
#!/bin/bash
# OpenROAD 26Q1-2900-gdf79404cd8, Yosys 0.63+post, stock flow scripts
make -C /OpenROAD-flow-scripts/flow DESIGN_CONFIG=/design/flow/config.mk WORK_HOME=/design/flow/orfs finish
File: design/flow/config.mk
export PLATFORM = sky130hd
export DESIGN_NAME = UART
export DESIGN_NICKNAME = UART
export VERILOG_FILES = /design/flow/design.v
export SDC_FILE = /design/flow/constraint.sdc
export NUM_CORES = 4
export LEC_CHECK = 1
export CORE_UTILIZATION = 50
File: design/flow/constraint.sdc
current_design UART

set clk_period 2.6
set clk_io_pct 0.2

create_clock -name clk0 -period $clk_period [get_ports {clk}]

set non_clock_inputs [all_inputs -no_clocks]
set_input_delay [expr $clk_period * $clk_io_pct] -clock clk0 $non_clock_inputs
set_output_delay [expr $clk_period * $clk_io_pct] -clock clk0 [all_outputs]
==> impl_metrics.py <==
# Synthesis and PnR figures
metrics = {
    "worst_setup_path": {
        "cp_top_family": "AND-OR/OR-AND gates",
        "crit_path_max_incr_delay_ns": 0.29,
        "worst_setup_path_start_kind": "input port",
        "worst_setup_path_end_kind": "output pin",
        "crit_chain": "buf_8 > inv_6 > ha_4 > xnor2_2 > ha_1 > nor2b_4 > o21ai_2 > a21oi_4 > xnor2_2 > a221oi_2 > o21bai_1 > buf_2",
        "cpMostUsedCell": "xnor2_2",
        "rrSetupSlack_ns": 0.70,
        "slowest_stage": "ha_1",
        "crit_path_max_fanout": 4,
        "required_ns": 2.08,
        "crit_type": "input port to output pin",
        "cp_num_buf_inv": 3,
        "cp.arrival_ns": 2.40,
    },
    "power": {
        "swShare": 0.283,
        "pwr-share-clk": 0.214,
        "power_frac_comb": 0.372,
        "power.share.sequential": 0.414,
        "power.internal_mw": 1.44,
        "ir_worst_vdd_mv": 0.359,
        "p_per_area_nw_per_um2": 685,
        "switchingPower_mw": 0.568,
        "p_leak_nw": 1.38,
    },
    "status": {
        "outcome": "finished, violations left",
        "violations": "setup timing",
    },
    "timing": {
        "final.setup_skew_ns": 0.00668,
        "hold_violations": 0,
        "tightest_slew_ns": 0.486,
        "period_minus_slack_ns": 2.92,
        "setup_slack_ns": -0.320,
        "slew_headroom": 0.676,
        "max_freq_ghz": 0.342,
        "rsz0062_at_grt": "yes",
        "setup-violations-final": 3,
        "fin_crit_sh": 1.12,
        "slew_viol_final": 0,
    },
    "cts": {
        "numCtsBuffers": 5,
        "cts.path.max_buffers": 2,
        "cts_tree": "done",
        "cts.sinks": 40,
        "clk_pin_slew_ns": 0.08,
        "cts.htree.levels": 2,
        "cts_hold_buf": 0,
        "clk_latency_ns": 0.29,
        "cts-root-buf": "clkbuf_8",
    },
    "finish": {
        "area_growth_pct": 32.8,
        "final_cell_mix": "dfrtp_1 (35), buf_4 (26), clkdlybuf4s50_1 (23)",
        "top_regs": "RX.M1.P_DATA x8, TX.TEMPO x8",
        "final_common_cell": "dfrtp_1",
        "drive_gt1_frac": 0.280,
        "instances_no_fill": 307,
        "postLayoutCellArea_um2": 2930,
    },
    "drt": {
        "wl_per_cell_um": 13.8,
        "vias": 1619,
        "ant_nets": 0,
        "drc": 0,
        "vias_per_cell": 5.27,
        "n_antenna_cell": 0,
        "drt_first_pass_iters": 4,
        "drt_iter0_markers": 57,
        "drt_wl_total_mm": 4.25,
    },
    "yosys": {
        "yosysTopAreaCell": "dfrtp_1",
        "netlist.area_leader.share": 0.398,
        "dominantRegCellSynth": "dfrtp_1",
        "synth_seq_share": 0.457,
        "synth_area_um2": 2200,
        "ys_cells": 194,
        "netlist_instances": 194,
        "yosysUniqueCellTypes": 38,
        "edf_count": 0,
        "ys_warn_count": 12,
        "yosysChipArea_um2": 2200,
        "async_reset_ff_frac": 1.00,
        "syn_area_per_cell_um2": 11.4,
        "area_leaders": "dfrtp_1 (40%), ha_1 (8.0%), dfstp_2 (6.0%), xnor2_1 (4.8%), mux2_2 (4.6%)",
        "synth_flop_count": 40,
    },
    "hold_path": {
        "hold_path_class": "input port to asynchronous set/reset pin",
    },
    "global_route": {
        "grt-ovfl-total": 0,
        "antenna_found_initial": 0,
        "grt_pass1_wl_mm": 6.84,
        "gr-usage-all-layers": 0.201,
        "grt_start_max_net_pins": 41,
        "grt_pass1_vias": 1554,
    },
    "die": {
        "core_area_um2": 4120,
        "die_w_um": 68.4,
        "rows": 23,
        "ioPinCount": 34,
        "chipArea_um2": 4680,
        "initCoreUtil": 0.535,
        "die.size.y_um": 68.4,
    },
    "flow_run": {
        "maxCapViolCount": 0,
        "warning_count": 35,
    },
    "place": {
        "port_buffers": 31,
        "hpwl_mm": 2.99,
        "place_congestion": 0.833,
        "post-place-cells": 293,
        "place_area_um2": 2730,
    },
}
[routing by layer]
layer | global-route usage | vias to the layer above | share of wire
met5 | 0 | - | 0
met4 | 0.0313 | 0 | 0.014
met3 | 0.0439 | 7 | 0.048
met2 | 0.321 | 36 | 0.47
met1 | 0.299 | 777 | 0.46
li1 | - | 799 | -
[timing repair]
action	in CTS	in global routing
resized	31	6
setup buffers	4	2
pin swaps	13	11
setup endpoints to repair	4	4
[through the flow]
stage                     utilization  worst slack [ns]  TNS [ns]  total power, mW  hold WS [ns]
after CTS                       0.708            -0.333    -0.521             2.03         0.307
after global routing            0.711            -0.408    -0.744             2.15         0.325
after global placement          0.664             -1.06     -3.25             1.54         0.468
final                           0.711            -0.320    -0.502             2.00         0.290
after detailed placement        0.664             -1.11     -3.45             1.55         0.469
after floorplan                     -           0.00762         0             1.24         0.224
[final timing paths]
path,start,to,depth (start not counted)
hold / removal,ARSTn,RX.M1.P_DATA[0],2
setup reg to reg,RX.M2.edge_cnt[0],RX.M3.cs[4],11
max in group asynchronous,ARSTn,RX.M3.cs[0],2
min in group clk0,TX.M1.cs[3],TX.M1.cs[4],1
setup / recovery,RX_Prescale[1],RX_DATA_VLD,12
hold reg to reg,TX.M1.cs[3],TX.M1.cs[4],1
[power groups by stage]
stage     registers, mW  logic (mW)  clock network [mW]
6_report          0.828       0.746               0.429
5_1_grt           0.844       0.838               0.465
4_1_cts           0.829       0.758               0.445
[cell type report]
cell class	count	area [µm²]
Multi-Input combinational cell	139	1210
Fill cell	282	1190
Sequential cell	40	1010
Timing Repair Buffer	58	497
Clock buffer	6	82.6
Tap cell	50	62.6
Inverter	12	52.6
Clock inverter	2	15.0
[cells in the mapped netlist (2+ instances only)]
cell type and instances:
o221ai_1 2, o21ai_1 4, or2_1 3, clkbuf_1 3
mux4_2 2, inv_1 12, a21oi_1 6, mux2_1 7
xor2_1 5, mux2_2 9, mux2i_1 4, and2_1 2
nand3_1 10, dfrtp_1 35, and3_1 2, nand2_1 14
nand2b_1 4, nor2_1 13, xnor3_1 3, nand3b_1 3
o21bai_1 2, dfstp_2 5, xnor2_1 12, nor2b_1 5
ha_1 14
[cells by family after synthesis]
kind of cell / Yosys count / share of synthesized area
simple gates: 58 / 0.133
buf+inv: 15 / 0.0256
mux: 22 / 0.120
compound gates: 24 / 0.0812
xor+xnor: 20 / 0.0982
fa+ha+maj: 15 / 0.0840
flops: 40 / 0.457
Power and IR drop assume default switching activity.
